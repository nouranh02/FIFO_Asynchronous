File: design/flow/config.mk
export PLATFORM = sky130hd
export DESIGN_NAME = Fifo_Asynchronous_Top
export DESIGN_NICKNAME = Fifo_Asynchronous_Top
export VERILOG_FILES = /design/flow/design.v
export SDC_FILE = /design/flow/constraint.sdc
export NUM_CORES = 4
export LEC_CHECK = 1
export CORE_UTILIZATION = 50
File: design/flow/constraint.sdc
current_design Fifo_Asynchronous_Top

set clk_period 58.9
set clk_io_pct 0.2

create_clock -name clk0 -period $clk_period [get_ports {CLK_r}]
create_clock -name clk1 -period $clk_period [get_ports {CLK_w}]

set non_clock_inputs [all_inputs -no_clocks]
set_input_delay [expr $clk_period * $clk_io_pct] -clock clk0 $non_clock_inputs
set_output_delay [expr $clk_period * $clk_io_pct] -clock clk0 [all_outputs]
File: design/flow/design.v
module Fifo_Asynchronous #(
	parameter WIDTH = 32,
	parameter DEPTH = 64,
	parameter ADDR_SIZE = 6
) (
	input CLK_w, CLK_r, RST_n_w, RST_n_r, W_EN, R_EN,
	input [WIDTH-1:0] data_in,
	input [ADDR_SIZE:0] B_W_address, B_R_address,
	output reg [WIDTH-1:0] data_out
);
	reg [WIDTH-1:0] fifo [0:DEPTH-1];
	always @(posedge CLK_w) begin
		if(RST_n_w && W_EN) begin 		 
			fifo[B_W_address[ADDR_SIZE-1:0]] <= data_in;
		end
	end
	always @(posedge CLK_r or negedge RST_n_r) begin
		if(!RST_n_r)
			data_out <= 0;
		else begin
			if(R_EN) begin 			 
				data_out <= fifo[B_R_address[ADDR_SIZE-1:0]];
			end
		end
	end
endmodule
module Fifo_Asynchronous_Top #(
	parameter WIDTH = 32,
	parameter DEPTH = 64
) (
	input CLK_w, CLK_r, RST_n_w, RST_n_r, EN_w, EN_r,
	input [WIDTH-1:0] data_in,
	output [WIDTH-1:0] data_out,
	output Full, Empty
);
	wire W_EN, R_EN;
	wire Full_w, Empty_w;
	wire [$clog2(DEPTH):0] B_R_address, B_W_address;
	wire [$clog2(DEPTH):0] G_R_address, G_W_address;
	wire [$clog2(DEPTH):0] G_R_address_sync, G_W_address_sync;
	assign W_EN = EN_w & ~Full_w;
	assign R_EN = EN_r & ~Empty_w;
	Fifo_Asynchronous #(.WIDTH(WIDTH), .DEPTH(DEPTH)) FIFO_64 (.CLK_w(CLK_w), .CLK_r(CLK_r), .RST_n_w(RST_n_w), .RST_n_r(RST_n_r),
													   .W_EN(W_EN), .R_EN(R_EN), .data_in(data_in),
													   .B_W_address(B_W_address), .B_R_address(B_R_address), .data_out(data_out));
	Write_Pointer #(.ADDR_SIZE($clog2(DEPTH))) WP (.CLK_w(CLK_w), .RST_n_w(RST_n_w), .EN_w(EN_w), .G_R_address(G_R_address_sync),
												   .Full(Full_w), .G_W_address(G_W_address), .B_W_address(B_W_address));
	Read_Pointer #(.ADDR_SIZE($clog2(DEPTH))) RP (.CLK_r(CLK_r), .RST_n_r(RST_n_r), .EN_r(EN_r), .G_W_address(G_W_address_sync),
												  .Empty(Empty_w), .G_R_address(G_R_address), .B_R_address(B_R_address));
	assign Full = Full_w;
	assign Empty = Empty_w;
	sync2flop #(.ADDR_SIZE($clog2(DEPTH))) FF_RAddress (.CLK(CLK_w), .RST_n(RST_n_w), .IN_Address(G_R_address), .OUT_Address(G_R_address_sync));
	sync2flop #(.ADDR_SIZE($clog2(DEPTH))) FF_WAddress (.CLK(CLK_r), .RST_n(RST_n_r), .IN_Address(G_W_address), .OUT_Address(G_W_address_sync));
endmodule
module Nbit_d_ff #(
	parameter WIDTH = 7
) (
	input CLK, RST_n,
	input [WIDTH-1:0] d,
	output reg [WIDTH-1:0] q
);
	always @(posedge CLK or negedge RST_n) begin
		if(!RST_n)
			q <= 0;
		else
			q <= d;
	end
endmodule
module Read_Pointer #(
	parameter ADDR_SIZE = 6
) (
	input CLK_r, RST_n_r, EN_r,
	input [ADDR_SIZE:0] G_W_address,
	output Empty,
	output [ADDR_SIZE:0] G_R_address, B_R_address
);
	reg [ADDR_SIZE:0] rd_ptr;
	wire [ADDR_SIZE:0] wr_ptr_bin;
	always @(posedge CLK_r or negedge RST_n_r) begin
		if(!RST_n_r) begin
			rd_ptr <= 0;
		end
		else begin
			if(EN_r && !Empty)	 			 
				rd_ptr <= rd_ptr + {{(ADDR_SIZE){1'b0}}, 1'b1};
		end
	end
	assign B_R_address = rd_ptr;
	bin_2_gray #(ADDR_SIZE+1) RD_B2G (.b(rd_ptr), .g(G_R_address));
	gray_2_bin #(ADDR_SIZE+1) RD_G2B (.g(G_W_address), .b(wr_ptr_bin));
	assign Empty = (wr_ptr_bin == rd_ptr) ? 1'b1 : 1'b0;		 
endmodule
module Write_Pointer #(
	parameter ADDR_SIZE = 6
) (
	input CLK_w, RST_n_w, EN_w,
	input [ADDR_SIZE:0] G_R_address,
	output Full,
	output [ADDR_SIZE:0] G_W_address, B_W_address
);
	reg [ADDR_SIZE:0] wr_ptr;
	wire [ADDR_SIZE:0] rd_ptr_bin;
	always @(posedge CLK_w or negedge RST_n_w) begin
		if(!RST_n_w) begin
			wr_ptr <= 0;
		end
		else begin
			if(EN_w && !Full)				 
				wr_ptr <= wr_ptr + {{(ADDR_SIZE){1'b0}}, 1'b1};
		end
	end
	assign B_W_address = wr_ptr;
	bin_2_gray #(ADDR_SIZE+1) WR_B2G (.b(wr_ptr), .g(G_W_address));
	gray_2_bin #(ADDR_SIZE+1) WR_G2B (.g(G_R_address), .b(rd_ptr_bin));
	assign Full = ({~wr_ptr[ADDR_SIZE], wr_ptr[ADDR_SIZE-1:0]} == rd_ptr_bin) ? 1'b1 : 1'b0;		 
endmodule
module bin_2_gray #(
	parameter N = 3
) (
	input [N-1:0] b, 	 
	output reg [N-1:0] g 	 
);
	integer i;
	always @(*) begin
		g[N-1] = b[N-1];
		for (i=N-2; i>=0; i=i-1)
			g[i] = b[i] ^ b[i+1];
	end
endmodule
module gray_2_bin #(
	parameter N = 3
) (
	input [N-1:0] g,	 
	output reg [N-1:0] b 	 
);
	integer i;
	always @(*) begin
		b[N-1] = g[N-1];
		for (i=N-2; i>=0; i=i-1)
			b[i] = g[i] ^ b[i+1];
	end
endmodule
module sync2flop #(
	parameter ADDR_SIZE = 6
) (
	input CLK, RST_n,
	input [ADDR_SIZE:0] IN_Address,
	output [ADDR_SIZE:0] OUT_Address
);
	wire [ADDR_SIZE:0] OUT_Address_i;
	Nbit_d_ff #(.WIDTH(ADDR_SIZE+1)) FF0 (.CLK(CLK), .RST_n(RST_n), .d(IN_Address), .q(OUT_Address_i));
	Nbit_d_ff #(.WIDTH(ADDR_SIZE+1)) FF1 (.CLK(CLK), .RST_n(RST_n), .d(OUT_Address_i), .q(OUT_Address));
endmodule
File: design/flow/run.sh
#!/bin/bash
# OpenROAD 26Q1-2900-gdf79404cd8, Yosys 0.63+post, stock flow scripts
make -C /OpenROAD-flow-scripts/flow DESIGN_CONFIG=/design/flow/config.mk WORK_HOME=/design/flow/orfs finish
==> impl_metrics.tcl <==
# yosys + openroad results
set metrics [dict create \
    netlist-cell-type-count 58 \
    synth.yosys.seq_area_share_pct 78.1 \
    setup-violations-final 0 \
    numPortBuffers 70 \
    grt_max_degree 65 \
    ys_cells 3645 \
    design.die.area_mm2 0.164 \
    dpl_cell_area_mm2 0.0852 \
    p_int_mw 2.96 \
    routed_wire_length_um 220000 \
    core_util_floorplan_pct 50.4 \
    post-dp-hpwl_um 135000 \
    flop_area_mm2 0.0634 \
    openroad.warnings 33 \
    globalRoute.totalOverflow 0 \
    worst_hold_path_type "flop to flop" \
    worst_hold_path.num_cells 0 \
    timing_worst_setup_path_type "flop to output pin" \
    netSwitchingPower_mw 1.43 \
    cts_post_setup_buffers_inserted 0 \
    area_growth_syn_to_layout_pct 13.2 \
    total_leakage_power_nw 29.1 \
    peak_supply_drop_v 0.0000466 \
    power.density_cell_area_mw_per_mm2 47.7 \
    power.combinational.fraction_pct 30.0 \
    post_route_cells_drive_above_1_share_pct 27.2 \
    fin_cells 6253 \
    async_reset_ff_share_pct 3.49 \
    critical_path_launch_point "FF_RAddress.FF1.q[5]" \
    routed-via-count 38644 \
    detail_route.drc_violations 0 \
    vias_per_cell 6.18 \
    number_of_enable_type_register_cells_in_the_synthesized_netlist 2048 \
    grt.total_usage_pct 31.2 \
    finalClockSkew_ns 0.0529 \
    die_width_um 405 \
    cp.required_ns 47.12 \
    p_clk_share_pct 29.8 \
    wl_per_cell_um 35.1 \
    status "finished clean" \
    cell_area_synth_mm2 0.0812 \
    post-place-ws_ns 44.11 \
    vias_in_the_first_global_route 42287 \
    start_kind "flop" \
    critical_path.slowest_cell "sky130_fd_sc_hd__clkdlybuf4s50_1" \
    timing.final.max_slew_violations 0 \
    cp_max_fo 4 \
    yosysWarningCount 6 \
    antenna_violation_net_count_after_detailed_routing 0 \
    synth-area-yosys_mm2 0.0812 \
    regToRegStartpoint "RP.rd_ptr[2]" \
    maxSlewHeadroom_pct 25.3 \
    worst_path_largest_cell_delay_ns 0.55 \
    tightestPinTransition_ns 1.12 \
    synthesis.instances 3645 \
    ioPinCount 72 \
    core.rowCount 147 \
    grt_first_pass_wirelength_um 312000 \
    logic_area_mm2 0.0170 \
    grt_setup_unrepaired "no" \
    drt_first_pass_iters 7 \
    fillerInstances 11524 \
    clk_pin_slew_worst_paths_ns 0.10 \
    timing.setup.tns_ns 0 \
    cts_tree "done" \
    die_height_um 405 \
    core_region_area_mm2 0.161 \
    synth_area_per_cell_um2 22.3 \
    synth_flop_count 2122 \
    worstRegToRegCells 9 \
    critical_path_arrival_ns 3.33 \
    power_frac_seq_pct 40.2 \
    synth-main-ff-cell "sky130_fd_sc_hd__edfxtp_1" \
    crit_chain "xor3_2, or3_1, a221o_1, nor3_1, clkdlybuf4s50_1" \
    cts.repair.resized 0 \
    postLayoutSetupSlackWorst_ns 43.79 \
    holdCritStartpoint "RP.rd_ptr[6]" \
    drv.max_cap_violation_count 0 \
    final_hold_viol_count 0 \
    worstSetupEndpointType "output pin" \
    drt_iter0_markers 2876 \
    placed_cell_count 5873 \
    clock-sinks 2122 \
    netSwitchingFraction_pct 32.6 \
    grt_antenna_before_repair 3 \
    ctsHoldBuffers 0 \
    final_cell_area_mm2 0.0919 \
    finalWeightedCongestion 0.957 \
]
[registers in the layout, indices dropped and copies added (netlist names)]
signal	flops
FF_RAddress.FF0.q	7
FF_RAddress.FF1.q	7
FF_WAddress.FF0.q	7
FF_WAddress.FF1.q	7
FIFO_64.data_out	32
FIFO_64.fifo	2048
RP.rd_ptr	7
WP.wr_ptr	7
[through the flow]
stage	hold slack, ns	utilization (%)	power (mW)
final	0.0663	57.1	4.39
after global routing	0.0685	57.1	4.55
after CTS	0.0433	57.1	4.40
after detailed placement	0.335	52.9	3.10
after global placement	0.334	52.9	3.10
after floorplan	0.331	-	2.56
[layout make-up]
class,instances,area share (%)
clock inverter,125,1.44
tap,2160,2.94
clock buffer,253,5.83
inverter,14,0.0586
sequential,2122,69.0
antenna,2,0.00545
multi-input combinational,1310,18.6
timing repair buffer,267,2.21
[layer usage]
layer | GRT usage, % | wire length [um]
met5 | 3.93 | 611
met3 | 27.8 | 45600
met4 | 6.02 | 5580
met1 | 41.3 | 69200
met2 | 41.4 | 98700
[synthesized netlist by cell type (23+ instances only)]
cell type,count,area [um2]
sky130_fd_sc_hd__a21oi_1,71,355
sky130_fd_sc_hd__a221oi_1,26,228
sky130_fd_sc_hd__a22o_1,25,219
sky130_fd_sc_hd__a22oi_1,117,878
sky130_fd_sc_hd__buf_2,76,380
sky130_fd_sc_hd__buf_4,57,428
sky130_fd_sc_hd__clkbuf_1,56,210
sky130_fd_sc_hd__dfrtp_1,74,1850
sky130_fd_sc_hd__edfxtp_1,2048,61500
sky130_fd_sc_hd__mux2i_1,123,1230
sky130_fd_sc_hd__mux4_2,487,11000
sky130_fd_sc_hd__nand2_1,94,353
sky130_fd_sc_hd__nand3_1,31,155
sky130_fd_sc_hd__nor2_1,42,158
sky130_fd_sc_hd__nor2b_1,23,144
sky130_fd_sc_hd__nor3_1,55,275
sky130_fd_sc_hd__o21ai_0,39,195
[critical path, delay by kind of cell (launching register included)]
kind | cells | cell delay [ns]
XOR/XNOR | 1 | 0.49
flip-flops | 1 | 0.37
buffers and inverters | 1 | 0.55
AND-OR/OR-AND | 1 | 0.39
AND/OR/NAND/NOR | 2 | 0.71
[final timing paths]
path	endpoint	slack, ns
worst min-delay path	FF_RAddress.FF0.q[6]	0.07
worst min register to register	FF_RAddress.FF0.q[6]	0.07
min in group asynchronous	FF_WAddress.FF0.q[5]	11.26
max in group clk1	FIFO_64.fifo[33][25]	44.81
worst max register to register	FIFO_64.data_out[30]	53.87
min in group clk0	FF_WAddress.FF1.q[6]	0.33
max in group asynchronous	RP.rd_ptr[2]	46.69
worst max-delay path	Full	43.79
[cells by family (layout without fill, tap and decap cells)]
group | after synthesis | count (layout) | share of synthesized area [%]
other | 0 | 2 | 0
XOR/XNOR | 28 | 28 | 0.384
multiplexers | 625 | 625 | 15.2
AND-OR/OR-AND | 348 | 348 | 2.96
buffers and inverters | 213 | 659 | 1.40
flip-flops | 2122 | 2122 | 78.1
AND/OR/NAND/NOR | 293 | 293 | 1.72
adder cells (fa/ha/maj) | 16 | 16 | 0.247
[cells in the final DEF (no fill, tap or decap), drive strengths merged, types with 5 or more instances in the layout]
master,instances
xnor2,16
nand4,9
mux2,15
a22oi,117
buf,230
ha,16
edfxtp,2048
clkinvlp,10
and3,11
o22ai,22
inv,24
dfrtp,74
nand3,31
bufinv,20
nor4,9
xor2,8
a221oi,26
a211oi,5
a21oi,71
a31oi,16
clkdlybuf4s50,37
nor2b,23
and2,7
nor2,42
mux4,487
mux2i,123
o21ai,39
a22o,25
a32oi,7
clkinv,85
clkbuf,253
o211ai,6
nand2,94
nor3,55
[power groups by stage]
stage | clock [mW] | sequential (mW) | combinational, mW
CTS | 1.33 | 1.76 | 1.31
global route | 1.39 | 1.77 | 1.40
finish | 1.31 | 1.76 | 1.31
Power figures rest on the tool's default switching activity, not on a simulated workload.
